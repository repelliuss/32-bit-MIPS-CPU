==> flow/design.v <==
module and1x32_1 ( 
   out,
   i0, i1, i2, i3, i4, i5, i6, i7, i8, i9, i10, i11, i12, i13, i14, i15, i16,
   i17, i18, i19, i20, i21, i22, i23, i24, i25, i26, i27, i28, i29, i30, i31
   ) ;
   input
        i0,
        i1,
        i2,
        i3,
        i4,
        i5,
        i6,
        i7,
        i8,
        i9,
        i10,
        i11,
        i12,
        i13,
        i14,
        i15,
        i16,
        i17,
        i18,
        i19,
        i20,
        i21,
        i22,
        i23,
        i24,
        i25,
        i26,
        i27,
        i28,
        i29,
        i30,
        i31;
   output out;
   wire   t0,
          t1,
          t2,
          t3,
          t4,
          t5,
          t6,
          t7,
          t8,
          t9;
   and1x4_1 a0(t0, i0, i1, i2, i3);
   and1x4_1 a1(t1, t0, i4, i5, i6);
   and1x4_1 a2(t2, t1, i7, i8, i9);
   and1x4_1 a3(t3, t2, i10, i11, i12);
   and1x4_1 a4(t4, t3, i13, i14, i15);
   and1x4_1 a5(t5, t4, i16, i17, i18);
   and1x4_1 a6(t6, t5, i19, i20, i21);
   and1x4_1 a7(t7, t6, i22, i23, i24);
   and1x4_1 a8(t8, t7, i25, i26, i27);
   and1x4_1 a9(t9, t8, i28, i29, i30);
   and a10(out, t9, i31);
endmodule  
module and1x3_1 ( 
   out,
   a, b, c
   ) ;
   input a, b, c;
   output out;
   wire   o0;
   and ad0(o0, a, b);
   and ad1(out, o0, c);
endmodule  
module and1x4_1 ( 
   out,
   a, b, c, d
   ) ;
   input a, b, c, d;
   output out;
   wire   o0;
   and1x3_1 ad0(o0, a, b, c);
   and ad1(out, o0, d);
endmodule  
==> flow/run.sh <==
#!/bin/bash
# OpenROAD 26Q1-2900-gdf79404cd8, Yosys 0.63+post, stock flow scripts
make -C /OpenROAD-flow-scripts/flow DESIGN_CONFIG=/design/flow/config.mk WORK_HOME=/design/flow/orfs finish
==> flow/config.mk <==
export PLATFORM = sky130hd
export DESIGN_NAME = and1x32_1
export DESIGN_NICKNAME = and1x32_1
export VERILOG_FILES = /design/flow/design.v
export SDC_FILE = /design/flow/constraint.sdc
export NUM_CORES = 4
export LEC_CHECK = 1
export CORE_AREA = 10 10 70 70
export DIE_AREA = 0 0 80 80
==> flow/constraint.sdc <==
current_design and1x32_1

set clk_period 1.7
set clk_io_pct 0.2

create_clock -name clk0 -period $clk_period

set non_clock_inputs [all_inputs -no_clocks]
set_input_delay [expr $clk_period * $clk_io_pct] -clock clk0 $non_clock_inputs
set_output_delay [expr $clk_period * $clk_io_pct] -clock clk0 [all_outputs]
==> CHANGELOG.md <==
### Implementation results

* Ant. Diodes at 0
* Vias in the first global route at between 200 and 300
* Top post-synthesis cells by count: nand4_1 (8), or4_1 (2), nor2_1 (1)
* Adder Area Share at 0%
* RSZ-0062 raised after global routing: false
* Final setup fails at 0
* Slew HR at between 90 and 100%
* Initial antenna violation count at 0
* Final core occ at between 10% and 20%
* Final slew viol count at 0
* AND/OR/NAND/NOR Cells, Area Fraction at ~100%
* Crit-path max cell delay at 0.48 ns
* Status: finished, final reports clean
* Synthesized cell area at 68.82 um2
* IO buf count at 33
* Worst-Margin Slew at 0.09038 ns
* Max-cap check violation count at 0
* 1st-pass router iterations at 2
* Distinct cells, synth at 3
* Required time at the worst-slack endpoint at about 1.4 ns
* Finished Cell Area at 346.6 um2
* Final Hold Slack at 1.050 ns
* P_leak at around 0.15 nW
* XORs/XNORs by Area at 0%
* HP Start: i28
* Seq/Total Area, Yosys at 0%
* I/O pin cnt at 33
* Avg Vias per Cell at 2.667
* Pwr per Cell Area at 131.6 nW/um2
* Worst setup EP type: output port
* Total gr overflow at 0
* Worst vdd ir at 0.000009137 V
* Crit-path leading delay family: simple AND/OR/NAND/NOR gates
* GRT Util Overall at 2.725%
* Synth warnings at 0
* DRT iter0 DRCs at 2
* Top-area cell share at between 70 and 80%
* Cell row count at 21
* Crit share post-route at 95.49%
* Startpoint types: input pin
* Log Warnings at 32
* Syn avg cell area at 6.256 um2
* Top non-seq family: simple AND/OR/NAND/NOR gates
* FP Util at 2.015%
* Routed len/inst at 10.92 um
* Syn Inst Count at 11
* Dominant cell type by area after synthesis: nand4_1
* Tightest Hold Check Type: input pin to output port
* Final Hold Fails at 0
* # Cells Yosys at 11
* AO/OA Area Share at 0%
* Flop count at 0
* CP max-delay cell: or4_1
* YS chip area at between 60 and 70 um2
* Hold path cells at 5
* Via count at 240
* WHS Endpoint: out
* Die area at between 6000 and 7000 um2
* Die outline height at 80 um
* CP cell instances: clkdlybuf4s15_1 > nand4_1 > or4_1 > nor2_1 > buf_2
* Area grow syn2layout at 403.6%
* Tot Pwr at 0.00004560 W
* Non-Filler Instances at 90
* Drc violations at 0
* Clock buffers at 0
* Antenna viol nets, final at 0
* Global-route wire length before repair at 1380 um
* Critical path type: input pin to output port
* Post-place instance area at 456.7 um2
* MUX share of area at 0%
* Register area at 0 um2
* Layout cells sized above 1 at 45.45%
* Buf/Inv on CP at 2
* Final GP Congestion at 0.9351
* Postcts setup bufs at 0
* FMAX at 0.6160 GHz
* Tmin final at about 1.6 ns
* Largest net degree at the start of global routing at 2
* Maximum fanout along the worst path at 1
* Synth top cell by count: nand4_1
* Synth area leaders: nand4_1 (73%), or4_1 (22%), nor2_1 (5.5%)
* Core Area at 3416 um2
* Arr. time, crit path at 1.28 ns
* Total wire length at roughly 980 um
* Die Span X at 80 um
* Inst Count DP at 90
stage by stage:
step	setup WS, ns	TNS (ns)
finish	0.07665	0
global placement	-0.6558	-0.6558
detailed placement	-0.6713	-0.6713
CTS	0.006781	0
global route	0.00001998	0
floorplan	0.3785	0
metal layers:
layer | up-vias | global-route usage [%] | share of wire [%]
li1 | 119 | - | -
met1 | 89 | 3.626 | 49
met2 | 32 | 3.933 | 30
met3 | 0 | 1.591 | 22
met4 | 0 | 0 | 0
met5 | - | 0 | 0
report_power, final:
part           total (W)  leakage (nW)  internal (W)  switching [W]
clock network          0             0             0              0
registers              0             0             0              0
logic          0.0000456         0.155     0.0000336      0.0000120
total          0.0000456         0.155     0.0000336      0.0000120
layout make-up:
class                           count  area, um2
Fill cell                         410       3069
Timing Repair Buffer               33      220.2
Multi-Input combinational cell     11      68.82
Tap cell                           46      57.56
kinds of logic after synthesis:
kind of cell,Yosys count
simple gates,11
worst min-delay path: cells and delay by family:
family	cells	cell delay (ns)
and+or+nand+nor	3	0.18
buffers and inverters	2	0.19
timing repair:
action                     CTS  global route
setup endpoints to repair    1             1
pin swaps                   11             9
hold buffers                 0             0
gates cloned                 0             0
gates resized               37            41
cells in the final DEF, fill, tap and decap left out:
cell,n
or4_1,2
dlygate4sd2_1,8
nor2_1,1
nand4_1,8
buf_2,1
clkdlybuf4s15_1,5
clkbuf_2,19
worst max-delay path by stage:
stage | startpoint | slack (ns) | cells past startpoint | to
final | i21 | 0.08 | 5 | out
after global routing | i21 | 0.00002 | 5 | out
after CTS | i7 | 0.007 | 5 | out
Power is estimated from default activity; no workload was simulated.
